==> ./design.v <==
module fifomem
#(
  parameter DATASIZE = 8,  
  parameter ADDRSIZE = 3   
)
(
  input   write_enable, write_full, write_clk,
  input   [ADDRSIZE-1:0] waddr, raddr,
  input   [DATASIZE-1:0] write_data,
  output  [DATASIZE-1:0] read_data
);
  localparam DEPTH = 1<<ADDRSIZE; 
  logic [DATASIZE-1:0] mem [0:DEPTH-1];
  assign read_data = mem[raddr];
  always_ff @(posedge write_clk)
    if (write_enable && !write_full) 
      	mem[waddr] <= write_data; 
endmodule
module rptr_empty
#(
  parameter ADDRSIZE = 3
)
(
  input   read_enable, read_clk, read_reset_n,
  input   [ADDRSIZE :0] rq2_wptr,
  output reg  read_empty,
  output  [ADDRSIZE-1:0] raddr,
  output reg [ADDRSIZE :0] rptr
);
  reg [ADDRSIZE:0] rbin;
  wire [ADDRSIZE:0] rgraynext, rbinnext;
  always_ff @(posedge read_clk or negedge read_reset_n)
    if (!read_reset_n)
      {rbin, rptr} <= '0;
    else
      {rbin, rptr} <= {rbinnext, rgraynext};
  assign raddr = rbin[ADDRSIZE-1:0];
  assign rbinnext = rbin + (read_enable & ~read_empty);
  assign rgraynext = (rbinnext>>1) ^ rbinnext;
  assign read_empty_val = (rgraynext == rq2_wptr);
  always_ff @(posedge read_clk or negedge read_reset_n)
    if (!read_reset_n)
      read_empty <= 1'b1;
    else
      read_empty <= read_empty_val;
endmodule
module sync_r2w
#(
  parameter ADDRSIZE = 3
)
(
  input   write_clk, write_reset_n,
  input   [ADDRSIZE:0] rptr,
  output reg  [ADDRSIZE:0] wq2_rptr 
);
  reg [ADDRSIZE:0] wq1_rptr;
  always_ff @(posedge write_clk or negedge write_reset_n)
    if (!write_reset_n) {wq2_rptr,wq1_rptr} <= 0;
    else {wq2_rptr,wq1_rptr} <= {wq1_rptr,rptr};
endmodule
module sync_w2r
#(
  parameter ADDRSIZE = 3
)
(
  input   read_clk, read_reset_n,
  input   [ADDRSIZE:0] wptr,
  output reg [ADDRSIZE:0] rq2_wptr
);
  reg [ADDRSIZE:0] rq1_wptr;
  always_ff @(posedge read_clk or negedge read_reset_n)
    if (!read_reset_n)
      {rq2_wptr,rq1_wptr} <= 0;
    else
      {rq2_wptr,rq1_wptr} <= {rq1_wptr,wptr};
endmodule
module wptr_full
#(
  parameter ADDRSIZE = 3
)
(
  input   write_enable, write_clk, write_reset_n,
  input   [ADDRSIZE :0] wq2_rptr,
  output reg  write_full,
  output  [ADDRSIZE-1:0] waddr,
  output reg [ADDRSIZE :0] wptr
);
   reg [ADDRSIZE:0] wbin;
  wire [ADDRSIZE:0] wgraynext, wbinnext;
  always_ff @(posedge write_clk or negedge write_reset_n)
    if (!write_reset_n)
      {wbin, wptr} <= '0;
    else
      {wbin, wptr} <= {wbinnext, wgraynext};
  assign waddr = wbin[ADDRSIZE-1:0];
  assign wbinnext = wbin + (write_enable & ~write_full);
  assign wgraynext = (wbinnext>>1) ^ wbinnext;
  assign write_full_val = (wgraynext=={~wq2_rptr[ADDRSIZE:ADDRSIZE-1], wq2_rptr[ADDRSIZE-2:0]});
  always_ff @(posedge write_clk or negedge write_reset_n)
    if (!write_reset_n)
      write_full <= 1'b0;
    else
      write_full <= write_full_val;
endmodule
module async_fifo
#(
  parameter DATASIZE = 8,
  parameter ADDRESSSIZE = 3
 )
(
  input   write_enable, write_clk, write_reset_n, 
  input   read_enable, read_clk, read_reset_n, 
  input   [DATASIZE-1:0] write_data,
  output  [DATASIZE-1:0] read_data,
  output  write_full,
  output  read_empty
);
  wire [ADDRESSSIZE-1:0] waddr, raddr;
  wire [ADDRESSSIZE:0] wptr, rptr, wq2_rptr, rq2_wptr;
  sync_r2w sync_r2w (.*);
  sync_w2r sync_w2r (.*);
  fifomem #(DATASIZE, ADDRESSSIZE) fifomem (.*);
  rptr_empty #(ADDRESSSIZE) rptr_empty (.*);
  wptr_full #(ADDRESSSIZE) wptr_full (.*);
endmodule
==> ./run.sh <==
#!/bin/bash
# OpenROAD 26Q1-2900-gdf79404cd8, Yosys 0.63+post, stock flow scripts
make -C /OpenROAD-flow-scripts/flow DESIGN_CONFIG=/design/flow/config.mk WORK_HOME=/design/flow/orfs finish
==> ./config.mk <==
export PLATFORM = sky130hd
export DESIGN_NAME = async_fifo
export DESIGN_NICKNAME = async_fifo
export VERILOG_FILES = /design/flow/design.v
export SDC_FILE = /design/flow/constraint.sdc
export NUM_CORES = 4
export LEC_CHECK = 1
export CORE_UTILIZATION = 40
==> ./constraint.sdc <==
current_design async_fifo

set clk_period 2.6
set clk_io_pct 0.2

create_clock -name clk0 -period $clk_period [get_ports {read_clk}]
create_clock -name clk1 -period $clk_period [get_ports {write_clk}]

set non_clock_inputs [all_inputs -no_clocks]
set_input_delay [expr $clk_period * $clk_io_pct] -clock clk0 $non_clock_inputs
set_output_delay [expr $clk_period * $clk_io_pct] -clock clk0 [all_outputs]
==> impl_metrics.py <==
# Generated from Yosys and OpenROAD reports
metrics = {
    "placed_design": {
        "portBuffers": 22,
        "place_area_um2": 4170,
        "place_congestion": 0.704,
        "dpl.cell_count": 323,
        "dp_hpwl_mm": 3.59,
        "post-place-ws_ns": 0.0595,
    },
    "sta": {
        "whs_ns": 0.263,
        "rsz0062_at_grt": "true",
        "maxSlewViolCount": 0,
        "skew_ns": 0.0172,
        "setup_viol_count_final": 0,
        "slew_headroom_pct": 54.1,
        "worstMarginPinSlew_ns": 0.686,
        "hold_violations": 0,
        "setup_ws_ns": 0.0214,
    },
    "worst_setup_path": {
        "crit_type": "register to output pin",
        "worst_r2r_startpoint": "wptr_full.write_full",
        "critPathArrivalTime_ns": 2.06,
        "crit_fanout": 7,
        "r2r-end": "wptr_full.write_full",
        "r2r_cells": 7,
        "reg2reg_slack_ns": 0.64,
        "endpoint_kind": "output pin",
        "required_ns": 2.08,
        "cp-start-kind": "register",
    },
    "synth": {
        "yosysUniqueCellTypes": 32,
        "avgSynthCellArea_um2": 20.2,
        "synth_cells": 186,
        "synth_area_um2": 3760,
        "yosys_area_um2": 3760,
        "ys_cells": 186,
        "async_flop_share_pct": 33.3,
        "most_common_cell": "edfxtp_1",
        "ys_ff": 96,
        "synth_top_area_share_pct": 51.2,
        "netlist_top_cells_count": "edfxtp_1 (64), dfrtp_1 (31), mux4_1 (16)",
        "top_cells_by_area": "edfxtp_1 (51%), dfrtp_1 (21%), mux4_1 (11%)",
        "ys_warn_count": 7,
        "edf_count": 64,
        "yosysTopAreaCell": "edfxtp_1",
        "yosysSeqAreaShare_pct": 72.5,
        "flop_cell": "edfxtp_1",
    },
    "run": {
        "max-cap-violations": 0,
        "tool_warnings": 29,
    },
    "status": {
        "outcome": "finished clean",
    },
    "route": {
        "via_per_inst": 4.99,
        "firstDrtPassIters": 4,
        "ant_nets": 0,
        "drt_wl_total_mm": 6.01,
        "drtIter0Drc": 72,
        "drc": 0,
        "n_antenna_cell": 0,
        "avgRoutedWirePerCell_um": 17.3,
        "vias": 1736,
    },
    "grt": {
        "grt-ovfl-total": 0,
        "grt.total_usage_pct": 13.9,
        "grt_pass1_wl_mm": 9.25,
        "grt_max_degree": 18,
        "grt_pass1_vias": 1803,
        "antenna_found_initial": 0,
    },
    "die": {
        "ios": 24,
        "row_count": 34,
        "die_w_um": 98.9,
        "core_um2": 8890,
        "fp_util_pct": 42.2,
        "fp.dieH_um": 98.9,
        "die_area_um2": 9780,
    },
    "layout": {
        "drive_above_1_share_pct": 27.5,
        "area_growth_pct": 18.9,
        "stdcell_count": 348,
        "design_area_um2": 4460,
    },
    "hold_path": {
        "holdPathEnd": "sync_r2w.wq1_rptr[2]",
        "worstHoldPathCells": 0,
        "hold_path.class": "register to register",
        "hold_path.startpoint": "rptr_empty.rptr[2]",
    },
    "cts": {
        "cts_tree": "yes",
        "cts.sinks": 96,
        "clkTransAtPathRegs_ns": 0.08,
        "cts.hold.buffers_added": 0,
    },
    "power": {
        "power.density_nw_per_um2": 1160,
        "irDropWorstVdd_v": 0.000417,
        "cellLeakagePower_nw": 1.66,
    },
}
-- state kept, by name (all words and copies together), names as in the netlist --
name,count
wptr_full.wbin,3
rptr_empty.read_empty,1
wptr_full.wptr,4
fifomem.mem,64
sync_r2w.wq1_rptr,4
rptr_empty.rbin,3
sync_w2r.rq1_wptr,4
sync_r2w.wq2_rptr,4
sync_w2r.rq2_wptr,4
wptr_full.write_full,1
rptr_empty.rptr,4
-- worst max-delay path by stage --
stage | start | to | slack (ns) | cells after the start
4_1_cts | rptr_empty.rbin[0] | read_data[4] | -0.03 | 4
5_1_grt | rptr_empty.rbin[0] | read_data[5] | -0.03 | 4
6_report | rptr_empty.rbin[0] | read_data[1] | 0.02 | 4
-- logic make-up (layout without fill, tap and decap cells) --
family          count (synthesis)  count (layout)  synth area share (%)
flops                          96              96                  72.5
simple gates                   26              26                  3.43
mux                            24              24                  13.6
xor+xnor                       19              19                  5.50
buf+inv                        10              64                  1.97
compound gates                  6               6                  1.40
fa+ha+maj                       5               5                  1.60
-- placed cells by master, fill, tap and decap left out, types with 4 or more instances in the layout --
master,synthesis,routed
edfxtp_1,64,64
dfrtp_1,31,30
clkdlybuf4s50_1,0,19
buf_4,1,18
mux4_2,0,13
clkbuf_8,0,13
xnor2_1,8,8
xor2_1,8,8
nor2_1,7,7
nand3_1,6,6
mux2_4,0,4
mux2_2,8,4
ha_1,4,4
-- timing repair --
item | in CTS | in global routing
setup endpoints to repair | 8 | 8
buffers inserted | 1 | 3
resized | 6 | 17
gates cloned | 1 | 0
-- per-stage QoR --
step           util [%]  total power [W]  setup TNS, ns
2_1_floorplan         -          0.00336              0
3_3_place_gp       46.9          0.00395              0
3_5_place_dp       46.9          0.00395              0
4_1_cts            50.1          0.00520        -0.0934
5_1_grt            50.2          0.00551        -0.0518
6_report           50.2          0.00520              0
-- report_power, final --
group | internal (W) | total (W) | switching [W]
clock | 0.000597 | 0.00114 | 0.000546
combinational | 0.00107 | 0.00178 | 0.000709
sequential | 0.00204 | 0.00228 | 0.000234
-- worst max-delay path, stage by stage (launching register included) --
cell	delay, ns
dfrtp_2	0.43
clkbuf_16	0.18
mux4_1	0.54
mux2_2	0.27
clkdlybuf4s50_1	0.39
-- layout make-up --
cell class                 count  area (um2)
fill                         714        4430
timing repair buffer          42         408
multi-input combinational     80         925
clock buffer                  13         179
inverter                       2        7.51
tap                          108         135
clock inverter                 7        85.1
sequential                    96        2730
-- routing by layer --
layer / up-vias / wire length (um) / global-route usage [%]
li1: 806 / - / -
met3: 11 / 556 / 6.57
met5: - / 0 / 0
met1: 851 / 2610 / 21.6
met2: 68 / 2710 / 20.0
met4: 0 / 133 / 2.41
Power figures rest on the tool's default switching activity, not on a simulated workload.
